File: flow/design.v
module fifo_ram #(parameter DATA_W=32, parameter DEPTH=256) (
  input  logic                 wr_clk,
  input  logic                 rd_clk,
  input  logic                 we,
  input  logic [$clog2(DEPTH)-1:0] waddr,
  input  logic [DATA_W-1:0]    wdata,
  input  logic                 re,
  input  logic [$clog2(DEPTH)-1:0] raddr,
  output logic [DATA_W-1:0]    rdata
);
  logic [DATA_W-1:0] mem [0:DEPTH-1];
  always_ff @(posedge wr_clk) 
    if (we) mem[waddr] <= wdata;
  always_ff @(posedge rd_clk) 
    if (re) rdata <= mem[raddr];
endmodule
File: flow/run.sh
#!/bin/bash
# OpenROAD 26Q1-2900-gdf79404cd8, Yosys 0.63+post, stock flow scripts
make -C /OpenROAD-flow-scripts/flow DESIGN_CONFIG=/design/flow/config.mk WORK_HOME=/design/flow/orfs finish
File: flow/config.mk
export PLATFORM = sky130hd
export DESIGN_NAME = fifo_ram
export DESIGN_NICKNAME = fifo_ram
export VERILOG_FILES = /design/flow/design.v
export SDC_FILE = /design/flow/constraint.sdc
export NUM_CORES = 4
export LEC_CHECK = 1
export CORE_UTILIZATION = 50
export SYNTH_MEMORY_MAX_BITS = 65536
File: flow/constraint.sdc
current_design fifo_ram

set clk_period 30.1
set clk_io_pct 0.2

create_clock -name clk0 -period $clk_period [get_ports {rd_clk}]
create_clock -name clk1 -period $clk_period [get_ports {wr_clk}]

set non_clock_inputs [all_inputs -no_clocks]
set_input_delay [expr $clk_period * $clk_io_pct] -clock clk0 $non_clock_inputs
set_output_delay [expr $clk_period * $clk_io_pct] -clock clk0 [all_outputs]
==> results_slide.txt <==
Flow Results at a Glance

Worst hold path
  – Worst hold path class: reg2reg
  – Worst Hold Launch: mem[96][3]$_DFFE_PP_

Job
  – Max Cap Viol: 0
  – OpenROAD warnings: 27

Global route
  – Antenna violations before repair: 105
  – Largest net degree at the start of global routing: 89
  – GRT Util Overall: 0.356
  – Number of global-route vias before repair: 174000
  – First-pass GRT wire length: 1360000 microns
  – Grt ovf: 0

STA
  – Hold_ws: 1.88 ns
  – Least-Margin Pin Slew: 1.46 ns
  – Final setup viols: 0
  – Hold Vio Cnt, Final: 0
  – Setup TNS: 0 ns
  – Slew Limit Fails: 0
  – RSZ-0062 raised after global routing: no
  – Max transition margin: 0.0242

Routing
  – Vias: 158000
  – DRC errors left: 0
  – Antenna-violating nets left: 0
  – Vias/cell: 6.40
  – Iteration-0 DRC Markers: 11000
  – Avg WL per Cell: 40.1 microns
  – Total iterations of the first detailed-routing run: 8
  – WL final: 991000 microns

Pwr
  – Static Leak: 0.113 uW
  – P per Cell Area: 65.9 mW/mm^2
  – Tot Pwr: 23600 uW
  – P_int: 18400 uW
  – Clock power share: 0.411
  – Seq pwr share: 0.536
  – Worst IR drop on VDD: 0.0588 mV
  – Net Sw Frac: 0.219
  – Net Sw Power: 5170 uW
  – Gate power share: 0.052

Clock network
  – # resized after CTS: 0
  – Post-CTS Setup Bufs: 0
  – Clk pin slew, worst setup/hold paths: 0.10 ns
  – TritonCTS clock tree: done
  – Clock Sink Count: 8224
  – CTS Hold Bufs: 0

Yosys
  – Top cells by area: edfxtp_1 78%, mux4_2 11%, mux2i_1 3.9%, o221ai_1 1.1%, a21oi_1 0.50%
  – Commonest cells post-synth: 8224 x edfxtp_1, 1534 x mux4_2, 1234 x mux2i_1
  – Post-synth seq share: 0.782
  – Ys cells: 14400
  – Post-synth top area share: 0.782
  – Registers, synthesis: 8224
  – Avg Cell Area, Syn: 21.9 sq um
  – Area reported by Yosys stat: 0.316 sq mm
  – Asr flop ratio synth: 0
  – Yosys top cell by instances: edfxtp_1
  – Yosys warnings: 1
  – Synth Instances: 14400
  – Area leader, netlist: edfxtp_1
  – Main flop type: edfxtp_1
  – Post-synth EDFFs: 8224
  – Unique cell types: 61
  – Netlist Area Pre-Place: 0.316 sq mm

Die
  – FP Rows: 291
  – Core Region: 0.629 sq mm
  – Die Ht: 797 microns
  – Die X: 797 microns
  – I/O pins: 84
  – Fp util: 0.503
  – Chip Area: 0.635 sq mm

Critical path
  – FF-to-FF Start: mem[234][2]$_DFFE_PP_
  – Critical path endpoint category: flop
  – CP Cell Sequence: buf_16, buf_4, buf_4, buf_4, buf_4, buf_4, buf_4, mux4_2, a2111oi_0, buf_4, a21oi_1, nand4_1, nor2_1, buf_4, and4bb_1
  – Startpoint Class: input port
  – Critical-path top delay cell: a2111oi_0
  – Crit path launch: raddr[0]
  – CP delay by family, top: buffers and inverters
  – Critical path arrival: 13.06 ns
  – CP required: 30.22 ns
  – CP max FO: 69
  – WS Path Type: in2reg
  – Crit path buffers/inverters: 9
  – Critical Path Max Stage Delay: 1.22 ns
  – Cell mode on critical path: buf_4

Place
  – Area after DPL: 0.332 sq mm
  – DPL Wire Length: 601000 microns
  – Port Buffers: 82
  – RePlAce Congestion: 0.962
  – Placed Instances: 23000

Finish
  – Fin cells: 24700
  – Layout area overhead: 13.3%
  – Post-route cell area: 0.358 sq mm
  – Share of post-route cells with drive strength above 1: 0.255
  – Fill cell count: 44100

Outcome
  – Status: finished, final reports clean
-- per-stage QoR --
step / setup WS (ns) / util
2_1_floorplan: 21.22 / -
3_3_place_gp: 16.36 / 0.528
3_5_place_dp: 16.84 / 0.528
4_1_cts: 17.24 / 0.568
5_1_grt: 16.79 / 0.569
6_report: 17.16 / 0.569
-- path summary, 6_finish.rpt --
path | endpoint | slack (ns) | depth (start not counted)
min in group clk1 | mem[174][9]$_DFFE_PP_ | 5.22 | 1
max | rdata[18]$_DFFE_PP_ | 17.16 | 15
max in group clk1 | mem[54][6]$_DFFE_PP_ | 21.14 | 6
min reg2reg | rdata[3]$_DFFE_PP_ | 1.88 | 6
min | rdata[3]$_DFFE_PP_ | 1.88 | 6
max reg2reg | rdata[2]$_DFFE_PP_ | 25.18 | 7
-- metal layers --
metal  vias up  part of all wire  track usage
met2     13300              0.44        0.467
met5         -            0.0083        0.110
met4       176             0.057        0.144
met3      2212              0.23        0.361
li1      63800                 -            -
met1     78500              0.26        0.370
-- layout make-up --
class	instances	area, sq um	area share
Multi-Input combinational cell	5307	66200	0.185
Tap cell	8350	10400	0.0292
Sequential cell	8224	247000	0.690
Antenna cell	262	656	0.00183
Clock buffer	1016	21300	0.0594
Timing Repair Buffer	1052	8470	0.0237
Clock inverter	465	3960	0.0111
Inverter	27	116	0.000325
-- state kept, by name, indices dropped and copies added, names as in the netlist --
register and count:
mem 8192, rdata 32
-- logic make-up after synthesis --
family | synth area share
compound gates | 0.0326
buf+inv | 0.0168
flops | 0.782
mux | 0.153
simple gates | 0.0162
-- worst min-delay path, cell delays in order (launching register included) --
cell,delay [ns]
edfxtp_1,0.36
mux2i_1,0.14
o22ai_1,0.09
nor2_1,0.11
a21oi_1,0.08
o2111ai_1,0.09
nor4_1,0.05
-- power by group through the flow --
stage | registers (uW) | clock network [uW] | logic (uW)
final | 12700 | 9720 | 1240
after global routing | 12700 | 10200 | 1300
after CTS | 12700 | 9820 | 1220
-- layout by cell type (no fill, tap or decap), types with 99 or more instances in the layout --
cell type	n
nor2_1	120
mux2i_1	1234
a22oi_1	131
mux2_2	99
clkbuf_16	821
clkinv_1	209
o221ai_1	383
diode_2	262
mux4_2	1534
buf_4	955
o22ai_1	178
edfxtp_1	8224
clkbuf_1	195
nor3_1	130
a21oi_1	312
nor2_4	258
clkinv_2	133
Power and IR drop assume default switching activity.
